==> flow/config.mk <==
export PLATFORM = sky130hd
export DESIGN_NAME = mode_4
export DESIGN_NICKNAME = mode_4
export VERILOG_FILES = /design/flow/design.v
export SDC_FILE = /design/flow/constraint.sdc
export NUM_CORES = 4
export LEC_CHECK = 1
export CORE_UTILIZATION = 40
==> flow/constraint.sdc <==
current_design mode_4

set clk_period 4.4
set clk_io_pct 0.2

create_clock -name clk0 -period $clk_period [get_ports {clk_50MHz}]

set non_clock_inputs [all_inputs -no_clocks]
set_input_delay [expr $clk_period * $clk_io_pct] -clock clk0 $non_clock_inputs
set_output_delay [expr $clk_period * $clk_io_pct] -clock clk0 [all_outputs]
==> flow/design.v <==
module mode_4(clk_50MHz,
              En,
              B_S,
              B_L,
              sechun_10,
              sechun_1,
              sec_10,
              sec_1,
              min_10,
              min_1);
    parameter S0 = 1'b0, S1 = 1'b1;
    input clk_50MHz, En, B_S, B_L;	
    output wire [3:0] sechun_10, sechun_1, sec_10, sec_1, min_10, min_1;
    reg [25:0] sechun_counter = 0;
    reg [6:0]  sechun = 0, sec = 0, min = 0;
    reg state = S0;
    wire En1, En2;
    assign En1 = En & B_L;	 
    assign En2 = En & B_S;	 
    always@(posedge En2)
    begin
        case(state)
            S0: if (En2) state = S1; else state = S0;
            S1: if (En2) state = S0; else state = S1;
        endcase
    end
    always@(posedge clk_50MHz or posedge En1)
    begin
        if (En1)
        begin
            sechun_counter <= 0;
            sechun         <= 0;
            sec            <= 0;
            min            <= 0;
        end
        else  
        begin
            if (state == S0)	 
            begin
                sechun_counter <= sechun_counter;
            end
            else if (state == S1)				 
            begin
                sechun_counter <= sechun_counter + 1;
                if (sechun_counter == 26'd500000)
                begin
                    sechun_counter <= 0;
                    sechun         <= sechun + 1;
                    if (sechun == 100)
                    begin
                        sechun <= 0;
                        sec    <= sec + 1;
                    end
                    if (sec == 60)
                    begin
                        sec <= 0;
                        min <= min + 1;
                    end
                    if (min == 100)
                    begin
                        sechun <= 0;
                        sec    <= 0;
                        min    <= 0;
                    end
                end
            end
        end
    end
    assign sechun_10 = sechun / 10;
    assign sechun_1	 = sechun % 10;
    assign sec_10	 = sec / 10;
    assign sec_1	 = sec % 10;
    assign min_10	 = min / 10;
    assign min_1	 = min % 10;
endmodule
==> flow/run.sh <==
#!/bin/bash
# OpenROAD 26Q1-2900-gdf79404cd8, Yosys 0.63+post, stock flow scripts
make -C /OpenROAD-flow-scripts/flow DESIGN_CONFIG=/design/flow/config.mk WORK_HOME=/design/flow/orfs finish
==> insert_results.sql <==
-- physical implementation figures
INSERT INTO impl_metrics (metric_group, metric, value, unit) VALUES
('synth', 'enable_flop_cells', '0', ''),
('timing', 'endpoints_left_unconstrained', '1', ''),
('timing', 'final-max-slew-violation-count', '0', ''),
('routing', 'routed-via-count', '3408', ''),
('synth', 'yosysSeqAreaShare', '30.9', '%'),
('floorplan', 'die_width', '100', 'um'),
('synth', 'ys.warnings.count', '1', ''),
('clock_network', 'cts-buffers-inserted', '5', ''),
('clock_network', 'clk_pin_slew', '0.08', 'ns'),
('synth', 'ys_top_cells_by_area', 'sky130_fd_sc_hd__dfrtp_1, sky130_fd_sc_hd__xnor2_1, sky130_fd_sc_hd__ha_1, sky130_fd_sc_hd__nor2_1, sky130_fd_sc_hd__xor2_1', ''),
('cells_and_area', 'fraction_of_final_layout_cells_with_drive_strength_greater_than_1', '13.5', '%'),
('critical_path', 'crit_type', 'reg2out', ''),
('run_status', 'status', 'complete, no violations', ''),
('grt', 'global_route.overflow_total', '0', ''),
('routing', 'drt_wl_total', '8.08', 'mm'),
('synth', 'post-synth-top-area-cell', 'sky130_fd_sc_hd__dfrtp_1', ''),
('cells_and_area', 'mostFrequentLayoutCells', 'sky130_fd_sc_hd__nor2_1, sky130_fd_sc_hd__dfrtp_1, sky130_fd_sc_hd__nand2_1', ''),
('synth', 'synth_stat.cells', '478', ''),
('grt', 'grt_pass1_vias', '3045', ''),
('routing', 'drt-initial-drc-count', '173', ''),
('floorplan', 'coreArea', '0.00933', 'mm2'),
('timing', 'register_pins_left_without_a_clock', '1', ''),
('timing', 'max_slew_margin', '50.3', '%'),
('critical_path', 'critPathLaunchType', 'flip-flop', ''),
('cells_and_area', 'postLayoutCellArea', '0.00457', 'mm2'),
('timing', 'setup_violations', '0', ''),
('hold_path', 'hold_class', 'reg2reg', ''),
('synth', 'asyncSetResetFlopFracSynth', '97.9', '%'),
('flow_run', 'max_cap_viol_count', '0', ''),
('critical_path', 'arrival', '3.33', 'ns'),
('synth', 'post_synth_num_cell_types', '67', ''),
('clock_network', 'clk_root_buffer_cell', 'sky130_fd_sc_hd__clkbuf_8', ''),
('synth', 'synth_area_per_cell', '8.11', 'um2'),
('grt', 'grt_pass1_wl', '14.1', 'mm'),
('grt', 'globalRouteTotalUtil', '17.0', '%'),
('critical_path', 'max_fanout_on_critical_path', '4', ''),
('power_and_ir_drop', 'power-per-cell-area', '192', 'mW/mm2'),
('power_and_ir_drop', 'power.ir.vdd_worst', '0.000132', 'V'),
('critical_path', 'worst-r2r-setup-slack', '1.48', 'ns'),
('floorplan', 'fp.dieH', '100', 'um'),
('grt', 'grt_max_degree', '48', ''),
('power_and_ir_drop', 'cellLeakagePower', '1.93', 'nW'),
('clock_network', 'h-tree-depth', '2', ''),
('cells_and_area', 'fillCellCount', '857', ''),
('synth', 'yosys_register_bits', '48', ''),
('critical_path', 'rr_endpoint', 'min[5]', ''),
('timing', 'layout_worst_path_cycle_share', '95.8', '%'),
('grt', 'initial_antenna_violation_count', '0', ''),
('synth', 'netlist.area_leader.share', '30.4', '%'),
('timing', 'worst_clock_skew', '0.00533', 'ns'),
('critical_path', 'path_common_cell', 'sky130_fd_sc_hd__ha_1', ''),
('critical_path', 'cp_cell_sequence', 'inv_2, ha_1, inv_1, ha_1, nand2b_4, o21ai_0, nand3_1, o221a_2, o211ai_1, a31oi_4, mux2i_1, xnor2_1, clkdlybuf4s50_1', ''),
('routing', 'drt_pre_antenna_iters', '4', ''),
('floorplan', 'pin_count', '28', ''),
('timing', 'hold_viol', '0', ''),
('cells_and_area', 'most_common_library_cell_in_the_layout_ignoring_fill_and_taps', 'sky130_fd_sc_hd__nor2_1', ''),
('placement', 'gp_congestion', '0.938', ''),
('timing', 'worstMarginPinSlew', '0.745', 'ns'),
('clock_network', 'clock_path_buffers', '2', ''),
('critical_path', 'worstSetupStartpoint', 'min[5]', ''),
('synth', 'mappedNetlistArea', '0.00387', 'mm2'),
('routing', 'antenna_cells', '0', ''),
('critical_path', 'critical_path_s_slowest_cell', 'sky130_fd_sc_hd__clkdlybuf4s50_1', ''),
('routing', 'post_drt_wl_per_cell', '12.6', 'um'),
('critical_path', 'reg2regPathDepth', '9', ''),
('critical_path', 'cpPeakStageDelay', '0.47', 'ns'),
('cells_and_area', 'syn2layout_area_growth', '18.0', '%'),
('synth', 'netlist_instances', '478', ''),
('timing', 'period_needed', '4.21', 'ns'),
('critical_path', 'endpoint_kind', 'output pin', ''),
('timing', 'setup_total_negative_slack', '0', 'ns');
## layer usage
layer	wire length [um]	share of wire (%)	GRT usage (%)
met1	4270	53	27.9
met2	3580	44	26.0
met3	191	2.4	1.63
met4	40	0.49	1.23
met5	0	0	0
## synth_stat cells, drive strengths merged (8+ instances only)
master	instances
nand2	41
a21oi	16
xnor2	27
inv	27
nor2	59
o21ai	28
xor2	18
and3	11
nor2b	8
nand4	16
nand3	30
ha	18
buf	15
clkbuf	9
dfrtp	47
## where the power goes
part / switching, mW / total [mW] / internal [mW] / leakage (nW)
registers: 0.0363 / 0.499 / 0.463 / 0.653
clock network: 0.129 / 0.296 / 0.166 / 0.0513
logic: 0.0405 / 0.0817 / 0.0411 / 1.23
## per-stage QoR
| step | utilization (%) | power, mW | cells | setup WS [ns] |
|---|---|---|---|---|
| floorplan | - | 0.566 | 478 | 0.766 |
| global placement | 45.6 | 0.589 | 618 | 0.291 |
| detailed placement | 45.6 | 0.589 | 618 | 0.203 |
| CTS | 47.0 | 0.892 | 625 | 0.00469 |
| global route | 49.0 | 0.927 | 639 | -0.0763 |
| finish | 49.0 | 0.877 | 639 | 0.185 |
## flip-flops by register name, indices dropped and copies added (netlist names)
register and cells:
min 7, state 1, sechun 7, sechun_counter 26, sec 7
## what timing repair did
item                                   CTS  global route
gates resized                            6            20
hold buffers                             0             0
buffers inserted                         0            14
pin swaps                                0             7
endpoints found under the hold margin    0             0
setup endpoints to repair                2             8
## worst max-delay path: cells and delay by family, from the launching register on
family	cells	cell delay (ns)
AOI/OAI and AO/OA	4	1.01
xor gates and xnor gates	1	0.14
adders and majority gates	2	0.43
buffers and inverters	3	0.59
DFF	1	0.39
muxes	1	0.22
and+or+nand+nor	2	0.27
## kinds of logic after synthesis
| kind of cell | synth area share [%] |
|---|---|
| AND/OR/NAND/NOR | 28.1 |
| AND-OR/OR-AND | 17.6 |
| buffers and inverters | 5.68 |
| flip-flops | 30.9 |
| XOR/XNOR | 10.2 |
| adder cells (fa/ha/maj) | 6.33 |
| multiplexers | 1.29 |
## how the worst min path moves through the flow
| stage | slack [ns] | to | from |
|---|---|---|---|
| CTS | 0.48 | sechun_counter[25] | sechun_counter[25] |
| finish | 0.48 | sechun_counter[25] | sechun_counter[25] |
| global route | 0.50 | sechun_counter[25] | sechun_counter[25] |
## final cells by class
class	count	area, um2	share of cell area, %
sequential	48	1200	26.2
clock inverter	1	30.0	0.656
tap	129	161	3.53
timing repair buffer	49	435	9.52
inverter	27	101	2.22
multi-input combinational	379	2570	56.3
clock buffer	6	72.6	1.59
Power figures rest on the tool's default switching activity, not on a simulated workload.
