==> ./design.v <==
module sevenSegDecoder(data,
                       HEX,
                       Enable,
                       Mode);
    parameter SEG_0 = 7'b0000001,
    SEG_1 = 7'b1001111,
    SEG_2 = 7'b0010010,
    SEG_3 = 7'b0000110,
    SEG_4 = 7'b1001100,
    SEG_5 = 7'b0100100,
    SEG_6 = 7'b0100000,
    SEG_7 = 7'b0001101,
    SEG_8 = 7'b0000000,
    SEG_9 = 7'b0000100,
    SEG_A = 7'b0001000,
    SEG_b = 7'b1100000,
    SEG_C = 7'b0110001,
    SEG_d = 7'b1000010,
    SEG_E = 7'b0110000,
    SEG_F = 7'b0111000,
    SEG_Off = 7'b1111111,    
    SEG_g = 7'b0000100,  
    SEG_H = 7'b1001000,
    SEG_i = 7'b1101111,
    SEG_J = 7'b0000111,
    SEG_L = 7'b1110001,
    SEG_n = 7'b1101010,
    SEG_o = 7'b1100010,
    SEG_P = 7'b0011000,
    SEG_q = 7'b0001100,
    SEG_r = 7'b1111010,
    SEG_S = 7'b0100100,  
    SEG_t = 7'b1110000,
    SEG_u = 7'b1100011,
    SEG_Y = 7'b1000100,
    SEG_hyphen = 7'b1111110,
    SEG__ = 7'b1110111;
    parameter DAT_0 = 4'b0000,
    DAT_1 = 4'b0001,
    DAT_2 = 4'b0010,
    DAT_3 = 4'b0011,
    DAT_4 = 4'b0100,
    DAT_5 = 4'b0101,
    DAT_6 = 4'b0110,
    DAT_7 = 4'b0111,
    DAT_8 = 4'b1000,
    DAT_9 = 4'b1001,
    DAT_A = 4'b1010,
    DAT_b = 4'b1011,
    DAT_C = 4'b1100,
    DAT_d = 4'b1101,
    DAT_E = 4'b1110,
    DAT_F = 4'b1111,
    DAT_g = 4'b0000,
    DAT_H = 4'b0001,
    DAT_i = 4'b0010,
    DAT_J = 4'b0011,
    DAT_L = 4'b0100,
    DAT_n = 4'b0101,
    DAT_o = 4'b0110,
    DAT_P = 4'b0111,
    DAT_q = 4'b1000,
    DAT_r = 4'b1001,
    DAT_S = 4'b1010,
    DAT_t = 4'b1011,
    DAT_u = 4'b1100,
    DAT_Y = 4'b1101,
    DAT_hyphen = 4'b1110,
    DAT__ = 4'b1111;
    input [3:0] data;
    input Enable, Mode;  
    output [6:0] HEX;
    wire [6:0]HEX_Wire, HEX_Wire_1, HEX_Wire_2;
    assign HEX_Wire_1 = (data == DAT_0) ? SEG_0:
    (data == DAT_1) ? SEG_1:
    (data == DAT_2) ? SEG_2:
    (data == DAT_3) ? SEG_3:
    (data == DAT_4) ? SEG_4:
    (data == DAT_5) ? SEG_5:
    (data == DAT_6) ? SEG_6:
    (data == DAT_7) ? SEG_7:
    (data == DAT_8) ? SEG_8:
    (data == DAT_9) ? SEG_9:
    (data == DAT_A) ? SEG_A:
    (data == DAT_b) ? SEG_b:
    (data == DAT_C) ? SEG_C:
    (data == DAT_d) ? SEG_d:
    (data == DAT_E) ? SEG_E:
    (data == DAT_F) ? SEG_F: SEG_Off;
    assign HEX_Wire_2 = (data == DAT_g) ? SEG_g:
    (data == DAT_H) ? SEG_H:
    (data == DAT_i) ? SEG_i:
    (data == DAT_J) ? SEG_J:
    (data == DAT_L) ? SEG_L:
    (data == DAT_n) ? SEG_n:
    (data == DAT_o) ? SEG_o:
    (data == DAT_P) ? SEG_P:
    (data == DAT_q) ? SEG_q:
    (data == DAT_r) ? SEG_r:
    (data == DAT_S) ? SEG_S:
    (data == DAT_t) ? SEG_t:
    (data == DAT_u) ? SEG_u:
    (data == DAT_Y) ? SEG_Y:
    (data == DAT_hyphen) ? SEG_hyphen:
    (data == DAT__) ? SEG__: SEG_Off;
    assign HEX_Wire = (Mode) ? HEX_Wire_2: HEX_Wire_1;
    assign HEX[0] = (Enable) ? HEX_Wire[6]: 1'b1;
    assign HEX[1] = (Enable) ? HEX_Wire[5]: 1'b1;
    assign HEX[2] = (Enable) ? HEX_Wire[4]: 1'b1;
    assign HEX[3] = (Enable) ? HEX_Wire[3]: 1'b1;
    assign HEX[4] = (Enable) ? HEX_Wire[2]: 1'b1;
    assign HEX[5] = (Enable) ? HEX_Wire[1]: 1'b1;
    assign HEX[6] = (Enable) ? HEX_Wire[0]: 1'b1;
endmodule
==> ./run.sh <==
#!/bin/bash
# OpenROAD 26Q1-2900-gdf79404cd8, Yosys 0.63+post, stock flow scripts
make -C /OpenROAD-flow-scripts/flow DESIGN_CONFIG=/design/flow/config.mk WORK_HOME=/design/flow/orfs finish
==> ./config.mk <==
export PLATFORM = sky130hd
export DESIGN_NAME = sevenSegDecoder
export DESIGN_NICKNAME = sevenSegDecoder
export VERILOG_FILES = /design/flow/design.v
export SDC_FILE = /design/flow/constraint.sdc
export NUM_CORES = 4
export LEC_CHECK = 1
export CORE_AREA = 10 10 71 71
export DIE_AREA = 0 0 81 81
==> ./constraint.sdc <==
current_design sevenSegDecoder

set clk_period 1.7
set clk_io_pct 0.2

create_clock -name clk0 -period $clk_period

set non_clock_inputs [all_inputs -no_clocks]
set_input_delay [expr $clk_period * $clk_io_pct] -clock clk0 $non_clock_inputs
set_output_delay [expr $clk_period * $clk_io_pct] -clock clk0 [all_outputs]
==> flow_metrics.py <==
# Auto-generated metrics
metrics = {
    "power": {
        "power_density_nw_per_um2": 257.0,
        "p_sw_share_pct": 44.56,
        "combPwrFrac_pct": 100.0,
        "power.internal_uw": 119.3,
        "p_switching_uw": 95.84,
        "pwr-share-seq_pct": 0,
        "clkPwrFrac_pct": 0,
        "max-vdd-ir-drop_mv": 0.1220,
        "leakage_uw": 0.0003667,
    },
    "global_route": {
        "grt_overflow": 0,
        "grt_pass1_vias": 647,
        "antenna_found_initial": 0,
        "grt_pass1_wl_mm": 3.111,
        "grt_usage_pct": 5.514,
        "grt_max_degree": 9,
    },
    "place": {
        "gp_congestion": 0.8074,
        "dp.cells": 136,
        "io_buffers": 13,
        "dpl.hpwl_mm": 1.005,
    },
    "routing": {
        "wl_per_cell_um": 11.64,
        "drtIter0Drc": 19,
        "vias": 620,
        "drc": 0,
        "ant_nets": 0,
        "firstDrtPassIters": 4,
        "viasPerCell": 4.189,
        "antenna_cells_inserted": 0,
        "wl_mm": 1.722,
    },
    "worst_setup_path": {
        "cp_top_family": "buffers and inverters",
        "start_kind": "input port",
        "path_cells": "clkdlybuf4s15_2 -> buf_6 -> buf_4 -> nor3_2 -> a21oi_1 -> o211ai_1 -> buf_2",
        "required_ns": 1.36,
        "critPathBufInv": 4,
        "slowest_stage": "clkdlybuf4s15_2",
        "worst-endpoint-arrival_ns": 1.32,
        "crit_path_max_incr_delay_ns": 0.19,
        "crit_path_end_kind": "output port",
        "worst-path-max-fanout": 5,
        "worst-setup-path-type": "input port to output port",
    },
    "synth": {
        "yosys.area.top_type": "buf_6",
        "netlist_instances": 68,
        "yosysChipArea_um2": 442.9,
        "top_area_share_pct": 17.80,
        "area_leaders": "buf_6 (18%), xnor2_1 (12%), o21ai_0 (9.0%)",
        "syn_avg_cell_area_um2": 6.514,
        "syn_area_um2": 442.9,
        "synthDistinctLibCells": 24,
        "ys_seq_share_pct": 0,
        "ys_cells": 68,
        "ys_warn_count": 0,
    },
    "floorplan": {
        "die-area_um2": 6561,
        "row_count": 22,
        "die_h_um": 81,
        "io_pins": 13,
        "core_area_um2": 3633,
        "fp_util_pct": 12.19,
        "die_x_um": 81,
    },
    "clock_network": {
        "hold_buffers": 0,
    },
    "finish": {
        "area_growth_pct": 88.98,
        "postLayoutCoreUtil_pct": 23.04,
        "drive_above_1_share_pct": 55.00,
        "mostFrequentLayoutCell": "buf_4",
        "layout_top_cells": "buf_4 (19), o21ai_1 (7), nand2_1 (7), buf_6 (7), clkbuf_2 (5)",
        "nFlopsAndLatches": 0,
        "finalNonFillerCells": 148,
        "n_clock_buffer": 0,
        "regArea_um2": 0,
    },
    "timing": {
        "maxSlewViolCount": 0,
        "setup_viol": 0,
        "fin_worst_hold_slack_ns": 1.198,
        "worstMarginPinSlew_ns": 0.2315,
        "tns_ns": 0,
        "slew_headroom_pct": 84.55,
        "fmax_ghz": 0.6036,
        "finalClockPeriodUsage_pct": 97.45,
        "period_needed_ns": 1.657,
        "grt_setup_unrepaired": "yes",
        "final-hold-violation-count": 0,
    },
    "min_path": {
        "min-delay-start": "data[1]",
        "hp-class": "input port to output port",
        "hold_path_end": "HEX[5]",
        "whs_path_depth": 5,
    },
    "run_status": {
        "outcome": "finished clean",
    },
    "job": {
        "drv_cap": 0,
        "warnings": 33,
    },
}
-- Yosys cell counts, drive strengths merged, types with 2 or more instances --
master / n
xnor2: 6
nand2: 9
nor3: 3
buf: 8
o21ai: 10
inv: 3
o211ai: 4
nand2b: 2
a21oi: 4
nand3: 2
and3: 2
nor2: 6
-- cell families after synthesis --
logic type	Yosys count	share of synthesized area [%]
AND-OR/OR-AND	23	32.49
XOR/XNOR	6	11.86
buffers and inverters	11	22.04
multiplexers	2	4.802
AND/OR/NAND/NOR	26	28.81
-- per-layer routing --
metal  wire length (um)  GRT usage, %
met5                  0             0
met4                  0        0.1730
met3                 73        0.7795
met2                761         8.838
met1                887         8.055
-- cell type report --
| class | instances | area (um2) |
|---|---|---|
| Fill cell | 398 | 2796 |
| Timing Repair Buffer | 40 | 350.3 |
| Multi-Input combinational cell | 57 | 412.9 |
| Tap cell | 48 | 60.06 |
| Inverter | 3 | 13.76 |
-- through the flow --
step	total power, uW	cell area (um2)	setup slack [ns]
after global routing	235.8	837.1	-0.03641
after global placement	172.5	684.4	-0.7102
final	215.1	837.1	0.04330
after floorplan	96.28	442.9	0.3552
after CTS	217.7	869.6	0.004470
after detailed placement	171.5	684.4	-0.7316
-- worst max-delay path by stage --
stage	start	to	cells after the start
after CTS	data[3]	HEX[3]	9
after global routing	data[0]	HEX[3]	7
final	data[0]	HEX[3]	7
-- repair_timing --
action,4_1_cts,5_1_grt
pin swaps,17,8
setup endpoints to repair,7,6
gates cloned,2,0
gates resized,66,9
buffers inserted,11,0
-- power by group through the flow --
| stage | Sequential (uW) | Combinational [uW] | Clock, uW |
|---|---|---|---|
| CTS | 0 | 218 | 0 |
| global route | 0 | 236 | 0 |
| finish | 0 | 215 | 0 |
Power and IR drop assume default switching activity.
