**design/flow/design.v**
```verilog
module mode_6(	En,
              hour,
              DigitalCrownValue,
              hour_10,
              hour_1);
    parameter S0 = 3'b000, S1 = 3'b001, S2 = 3'b010, S3 = 3'b011, S4 = 3'b100, S5 = 3'b101, S6 = 3'b110, S7 = 3'b111;
    input [9:0]DigitalCrownValue;
    input En;
    input [4:0]hour;
    output [3:0]hour_10,hour_1;
    wire [4:0]dualhour;
    reg [2:0]state = S0;
    always@(*)
    begin
        if (En)
        begin
            case(DigitalCrownValue / 128)
                0: state = S1;
                1: state = S2;
                2: state = S3;
                3: state = S4;
                4: state = S5;
                5: state = S6;
                6: state = S7;
                7: state = S0;
            endcase
        end
    end
    assign dualhour = (state == S0) ? hour:
    (state == S1) ? ((hour + 23) % 24):
    (state == S2) ? ((hour + 18) % 24):
    (state == S3) ? ((hour + 16) % 24):
    (state == S4) ? ((hour + 15) % 24):
    (state == S5) ? ((hour + 10) % 24):
    (state == S6) ? ((hour + 7)  % 24): ((hour + 2)  % 24);
    assign hour_10 = dualhour / 10;
    assign hour_1  = dualhour % 10;
endmodule
```
**design/flow/run.sh**
```bash
#!/bin/bash
# OpenROAD 26Q1-2900-gdf79404cd8, Yosys 0.63+post, stock flow scripts
make -C /OpenROAD-flow-scripts/flow DESIGN_CONFIG=/design/flow/config.mk WORK_HOME=/design/flow/orfs finish
```
**design/flow/config.mk**
```make
export PLATFORM = sky130hd
export DESIGN_NAME = mode_6
export DESIGN_NICKNAME = mode_6
export VERILOG_FILES = /design/flow/design.v
export SDC_FILE = /design/flow/constraint.sdc
export NUM_CORES = 4
export LEC_CHECK = 1
export CORE_AREA = 10 10 91 91
export DIE_AREA = 0 0 101 101
```
**design/flow/constraint.sdc**
```tcl
current_design mode_6

set clk_period 8.0
set clk_io_pct 0.2

create_clock -name clk0 -period $clk_period

set non_clock_inputs [all_inputs -no_clocks]
set_input_delay [expr $clk_period * $clk_io_pct] -clock clk0 $non_clock_inputs
set_output_delay [expr $clk_period * $clk_io_pct] -clock clk0 [all_outputs]
```
==> results.json <==
{
  "antenna_cells": 0,
  "drc": 0,
  "vias": 943,
  "synth_cell_types": 50,
  "wl_per_cell_um": 10.1,
  "fillers": 693,
  "cpLargestDelayFamily": "AND-OR/OR-AND gates",
  "grt_pass1_vias": 816,
  "antenna_found_initial": 0,
  "die_x_um": 101,
  "setup_slack_ns": 0.374,
  "warnings": 41,
  "finalCritPeriodShare_pct": 95.3,
  "grt_setup_unrepaired": "false",
  "drive_above_1_share_pct": 13.1,
  "synth_top_cell_by_area": "ha_1",
  "setup_viol": 0,
  "syn2layout_area_growth_pct": 26.2,
  "die_area_um2": 10200,
  "hpwlAfterDp_um": 1810,
  "maxCapViolations": 0,
  "fin_crit_ns": 7.63,
  "crit_path_end_kind": "output pin",
  "grt-ovfl-total": 0,
  "power_density_nw_per_um2": 86.8,
  "fp_util_pct": 14.8,
  "top_cell_area_share_pct": 10.7,
  "finalHoldViolCount": 0,
  "hold_class": "in2out",
  "cp.arrival_ns": 6.03,
  "grt_use_total_pct": 4.11,
  "status": "complete, no violations",
  "startpoint": "hour[1]",
  "fin_hold_ws_ns": 4.30,
  "postRouteAntennaNets": 0,
  "yosysWarnings": 1,
  "num_rows": 29,
  "placed_area_um2": 1160,
  "grt_pass1_wl_um": 3750,
  "fin_setup_tns_ns": 0,
  "drt-total-wl_um": 2250,
  "ys_async_sr_fraction_pct": 0,
  "max_slew.worst_pin.slew_ns": 0.639,
  "worst_path_largest_cell_delay_ns": 0.48,
  "ys_cells": 134,
  "die_y_um": 101,
  "critPathMostFrequentCell": "ha_1",
  "firstDrtPassIters": 4,
  "post-synth-top-count-cell": "inv_1",
  "cp-start-kind": "input port",
  "avgSynthCellArea_um2": 7.01,
  "hold_start": "hour[0]",
  "synthCells": 134,
  "drt-initial-drc-count": 106,
  "grt_max_degree": 21,
  "core_um2": 6350,
  "postCtsSetupRepairBufs": 0,
  "critical_path.cell_chain": "clkdlybuf4s50_1, inv_1, ha_1, nor3b_2, mux2_2, a221oi_2, o41ai_2, and2_4, ha_1, nor2b_2, nand4_1, a21oi_2, o22ai_2, ha_1, inv_1, ha_1, nor2b_1, o221ai_1, nand3_2, a31oi_1, o22ai_1, clkdlybuf4s50_1",
  "num_io_pins": 24,
  "largest_register_ff_count": 3,
  "edf_count": 0,
  "cp_num_buf_inv": 4,
  "synth.area.top_cells": "ha_1, inv_1, a21oi_1, dlxtn_1, xnor2_1",
  "ys_ff": 3,
  "holdBufCountCts": 0,
  "unclocked_regs": 3,
  "total_power_mw": 0.103,
  "untimed_endpoints": 3,
  "crit_type": "in2out",
  "peakVddDrop_v": 0.0000606,
  "ys_top_cells_by_count": "inv_1, nand2_1, a21oi_1, ha_1, nor2_1",
  "syn_area_um2": 940,
  "yosys_area_um2": 940,
  "relSlewSlack_pct": 57.4,
  "critPathMaxFanout": 6,
  "post_cts_resized": 0,
  "cp_data_required_time_ns": 6.40,
  "cp_slowest_cell": "clkdlybuf4s50_1",
  "yosys_most_used_dff": "dlxtn_1",
  "viasPerCell": 4.25,
  "portBuffers": 15,
  "maxSlewViolCount": 0,
  "p_leak_nw": 0.485,
  "final_area_um2": 1190,
  "max_freq_mhz": 131,
  "dp_slack_ns": 0.196,
  "place_congestion": 0.897
}
==> metal layers <==
layer,up-vias,global-route usage (%),wire length (um),part of all wire [%]
met5,-,0,0,0
met4,0,0,0,0
met3,0,0.554,165,7.3
met2,28,5.45,799,36
met1,405,6.99,1280,57
li1,510,-,-,-
==> layout by cell type (no fill, tap or decap), types with 2 or more instances in the layout <==
cell and count:
a31o_2 2, dlxtn_1 3, xnor2_1 5, nor3_1 2, mux2i_1 4, nand3_1 2
xor2_1 2, nor2b_1 2, ha_1 8, a21oi_1 8, inv_1 15, o221ai_1 2
a31oi_1 5, nand2_1 10, nand4_1 3, a21o_1 2, nand3_2 2, nor2_1 7
nand2b_1 6, buf_4 4, clkdlybuf4s50_1 15, o21ai_0 5, conb_1 2
==> tightest hold or removal path, stage by stage <==
cell             delay (ns)
clkdlybuf4s50_1        0.46
inv_1                  0.11
xnor2_1                0.11
clkdlybuf4s50_1        0.42
==> where the power goes <==
group / total, mW / internal, mW / switching (mW)
Clock: 0 / 0 / 0
Sequential: 0.00463 / 0.00145 / 0.00318
Combinational: 0.0983 / 0.0545 / 0.0439
==> cell type report <==
class                   count  area, um2  area share, %
well taps                  77       96.3           8.12
repair buffers             19        180           15.2
flip-flops and latches      3       45.0           3.80
multi-input cells         108        808           68.1
inverters                  15       56.3           4.75
==> metrics by stage <==
stage	cells	util [%]
3_3_place_gp	222	18.3
3_5_place_dp	222	18.3
4_1_cts	222	18.3
6_report	222	18.7
2_1_floorplan	135	-
5_1_grt	222	18.7
==> cells by family after synthesis <==
kind of cell,share of synthesized area (%)
buffers and inverters,12.0
XOR/XNOR,6.52
latches,4.79
AND/OR/NAND/NOR,24.4
adder cells (fa/ha/maj),10.7
multiplexers,5.46
other,0.399
AND-OR/OR-AND,35.8
==> final timing paths <==
path                        end  slack, ns  cells after the start
worst min-delay path  hour_1[0]       4.30                      4
worst max-delay path  hour_1[3]       0.37                     22
Power and IR drop assume default switching activity.
